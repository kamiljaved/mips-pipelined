<file path="flow/design.v">
`timescale 1ns / 1ps
module InstructionMemory
#(parameter bPerAddress=8, nAddress=128, bAddress=7, blocksPerInstruction=4)
(
	output [blocksPerInstruction*bPerAddress-1:0] Instruction,
	input [bAddress-1:0] Address
);
	reg [bPerAddress-1:0] mem [nAddress-1:0];
	wire [nAddress*bPerAddress-1:0] ins_com;
	genvar i;
	generate
		for(i=0; i<nAddress; i=i+1) begin: ins_com_part
			assign ins_com[i*bPerAddress +: bPerAddress] = mem[i];
		end
	endgenerate
	assign Instruction = ins_com[Address*bPerAddress +: blocksPerInstruction*bPerAddress];
	initial begin: init
		{mem[3], mem[2], mem[1], mem[0]} = {6'b000001, 5'b00000, 5'b00001, 16'b0000000000000111};
		{mem[7], mem[6], mem[5], mem[4]} = {6'b000001, 5'b00000, 5'b00010, 16'b0000000000000011};
		{mem[11], mem[10], mem[9], mem[8]} = {6'b000001, 5'b00000, 5'b00100, 16'b0000000000000000};
		{mem[15], mem[14], mem[13], mem[12]} = {6'b000000, 5'b00001, 5'b00010, 5'b00011, 5'b00000, 6'b100000};
		{mem[19], mem[18], mem[17], mem[16]} = {6'b000000, 5'b00001, 5'b00010, 5'b00011, 5'b00000, 6'b100010};
		{mem[23], mem[22], mem[21], mem[20]} = {6'b000000, 5'b00001, 5'b00010, 5'b00011, 5'b00000, 6'b100011};
		{mem[27], mem[26], mem[25], mem[24]} = {6'b000000, 5'b00001, 5'b00010, 5'b00011, 5'b00000, 6'b100100};
		{mem[31], mem[30], mem[29], mem[28]} = {6'b000000, 5'b00001, 5'b00010, 5'b00011, 5'b00000, 6'b100101};
		{mem[35], mem[34], mem[33], mem[32]} = {6'b000000, 5'b00001, 5'b00010, 5'b00011, 5'b00000, 6'b101010};
		{mem[39], mem[38], mem[37], mem[36]} = {6'b000000, 5'b00001, 5'b00010, 5'b00011, 5'b00000, 6'b100110};
		{mem[43], mem[42], mem[41], mem[40]} = {6'b000000, 5'b00001, 5'b00010, 5'b00011, 5'b00000, 6'b100111};
		{mem[47], mem[46], mem[45], mem[44]} = {6'b000000, 5'b00001, 5'b00010, 5'b00011, 5'b00000, 6'b101000};
		{mem[51], mem[50], mem[49], mem[48]} = {6'b000000, 5'b00001, 5'b00010, 5'b00011, 5'b00000, 6'b101001};
		{mem[55], mem[54], mem[53], mem[52]} = {6'b000001, 5'b00001, 5'b00011, 16'b0000000000000101};
		{mem[59], mem[58], mem[57], mem[56]} = {6'b100011, 5'b00100, 5'b00011, 16'b0000000000000000};
		{mem[63], mem[62], mem[61], mem[60]} = {6'b101011, 5'b00100, 5'b00001, 16'b0000000000000100};
		{mem[67], mem[66], mem[65], mem[64]} = {6'b100011, 5'b00100, 5'b00011, 16'b0000000000000100};
		{mem[71], mem[70], mem[69], mem[68]} = {6'b000000, 5'b00001, 5'b00011, 5'b00011, 5'b00000, 6'b100000};
		{mem[75],  mem[74],  mem[73],  mem[72]}  = {6'b000100, 5'b00000, 5'b00000, 16'b1111111111111111};
		{mem[79],  mem[78],  mem[77],  mem[76]}  = 32'b00000000000000010001000000100000;  
		{mem[83],  mem[82],  mem[81],  mem[80]}  = 32'b00000000000000010001000000100000;
		{mem[87],  mem[86],  mem[85],  mem[84]}  = 32'b00000000000000010001000000100000;
		{mem[91],  mem[90],  mem[89],  mem[88]}  = 32'b00000000000000010001000000100000;
		{mem[95],  mem[94],  mem[93],  mem[92]}  = 32'b00000000000000010001000000100000;
		{mem[99],  mem[98],  mem[97],  mem[96]}  = 32'b00000000000000010001000000100000;
		{mem[103], mem[102], mem[101], mem[100]} = 32'b00000000000000010001000000100000;
		{mem[107], mem[106], mem[105], mem[104]} = 32'b00000000000000010001000000100000;
		{mem[111], mem[110], mem[109], mem[108]} = 32'b00000000000000010001000000100000;
		{mem[115], mem[114], mem[113], mem[112]} = 32'b00000000000000010001000000100000;
		{mem[119], mem[118], mem[117], mem[116]} = 32'b00000000000000010001000000100000;
		{mem[123], mem[122], mem[121], mem[120]} = 32'b00000000000000010001000000100000;
		{mem[127], mem[126], mem[125], mem[124]} = 32'b00000000000000010001000000100000;
	end
endmodule
</file>
<file path="flow/run.sh">
#!/bin/bash
# OpenROAD 26Q1-2900-gdf79404cd8, Yosys 0.63+post, stock flow scripts
make -C /OpenROAD-flow-scripts/flow DESIGN_CONFIG=/design/flow/config.mk WORK_HOME=/design/flow/orfs finish
</file>
<file path="flow/config.mk">
export PLATFORM = sky130hd
export DESIGN_NAME = InstructionMemory
export DESIGN_NICKNAME = InstructionMemory
export VERILOG_FILES = /design/flow/design.v
export SDC_FILE = /design/flow/constraint.sdc
export NUM_CORES = 4
export LEC_CHECK = 1
export CORE_AREA = 10 10 107 107
export DIE_AREA = 0 0 117 117
</file>
<file path="flow/constraint.sdc">
current_design InstructionMemory

set clk_period 2.2
set clk_io_pct 0.2

create_clock -name clk0 -period $clk_period

set non_clock_inputs [all_inputs -no_clocks]
set_input_delay [expr $clk_period * $clk_io_pct] -clock clk0 $non_clock_inputs
set_output_delay [expr $clk_period * $clk_io_pct] -clock clk0 [all_outputs]
</file>
==> GITHUB_STEP_SUMMARY <==
## Implementation flow summary

| Metric | Value |
|---|---|
| Die Area | 0.01369 mm2 |
| Worst-path maximum fanout | 6 |
| Max IR drop VDD | 0.1159 mV |
| Worst Hold Class | input pin to output port |
| Synthesis area per yosys | 0.002173 mm2 |
| Fp util | 0.2363 |
| Dpl cells | 603 |
| Slew HR | 0.7641 |
| Synth Cell Area | 0.002173 mm2 |
| Critical Path RT | 1.76 ns |
| Failing checks | setup timing |
| CP endpoint kind | output port |
| First DRT Iteration DRCs | 422 |
| Final setup margin | -0.1270 ns |
| Crit-path cells | buf_12 > buf_8 > ha_4 > buf_6 > nor2b_4 > a31oi_1 > o22ai_1 > a221o_1 > buf_2 |
| Critical Path AT | 1.89 ns |
| Finished Layout Cells | 657 |
| Flip-flops | 0 |
| Post-synth seq share | 0 |
| Via density per instance | 6.143 |
| # rows | 35 |
| Area growth syn-to-layout | 129.9% |
| Worst hold path stage count | 5 |
| Hold buffer count at cts | 0 |
| Register area | 0 um2 |
| Syn Inst Count | 352 |
| Setup TNS | -0.6575 ns |
| Comb area | 0.002666 mm2 |
| Final hold violation count | 0 |
| Minimum clock period after layout | 2.327 ns |
| Max stage delay on crit path | 0.34 ns |
| Worst Tran Pin Value | 0.3517 ns |
| First-pass GRT wire length | 21.71 mm |
| Ant. Diodes | 0 |
| # clk buffers | 0 |
| Layout cells sized above 1 | 0.6484 |
| Final Max Tran Viols | 0 |
| Synth cell types | 58 |
| RSZ-0062 raised after global routing | yes |
| Power density over cell area | 210.8 mW/mm2 |
| Global-route usage over all layers | 0.2042 |
| Util after Layout | 0.5434 |
| Die width | 117 um |
| Drt total wl | 15.07 mm |
| Initial antenna violation count | 0 |
| Remaining antenna violation count after routing | 0 |
| Chip Height | 117 um |
| Core ar. | 0.009196 mm2 |
| Yosys cell count | 352 |
| DPL Wire Length | 9.634 mm |
| Crit path max-delay cell type | a221o_1 |
| Wire per inst | 22.94 um |
| CP bufs+invs | 4 |
| Vias | 4,036 |
| Final setup fails | 10 |
| Post-route clock period utilization | 1.058 |
| Max Cap Violations | 0 |
| Max Freq | 0.4297 GHz |
| # DRC | 0 |
| Drt pass-1 iters | 5 |
| Grt ovf | 0 |
| Log Warnings | 43 |
| CP Launch Type | input pin |
| Io pins | 39 |
| Largest net degree at the start of global routing | 24 |
| Buffers on Ports | 39 |
| Crit. path cell count | 9 |
| YS warnings | 1 |
| Vias in the first global route | 3,828 |
| Status | finished, violations left |
| Type of the worst setup path | input pin to output port |
| Fill count | 749 |
| RD Place Congestion | 1.041 |
| Crit path max-delay family | AND-OR/OR-AND gates |
| Syn_area_per_cell | 6.174 um2 |
| P_leak | 2.166 nW |
[final timing paths]
path	end	startpoint
hold / removal	Instruction[17]	Address[4]
setup / recovery	Instruction[19]	Address[1]
[placed cells by master (no fill, tap or decap), types with 9 or more instances in the layout]
master / synthesis / routed
buf_4: 6 / 142
buf_6: 5 / 38
nand2_1: 32 / 20
a21oi_1: 27 / 20
o21ai_1: 0 / 16
buf_2: 19 / 16
o21ai_0: 41 / 13
nand3_1: 12 / 12
o21ai_2: 0 / 12
o211ai_1: 11 / 11
buf_12: 0 / 11
nand2b_4: 0 / 10
a31oi_1: 11 / 9
[power breakdown]
part	leakage [nW]	switching, mW	internal [mW]	total, mW
clock	0	0	0	0
sequential	0	0	0	0
combinational	2.17	0.510	0.543	1.05
total	2.17	0.510	0.543	1.05
[cell type report]
cell class	instances	share of cell area
Inverter	10	0.01052
Timing Repair Buffer	234	0.4281
Tap cell	111	0.02779
Multi-Input combinational cell	302	0.5336
[cells in the mapped netlist, types with 3 or more instances]
master,number,area share
nor2_1,20,0.035
and3_1,4,0.012
o32ai_1,5,0.020
or3_1,4,0.012
o31ai_1,3,0.010
and2_1,9,0.026
inv_1,9,0.016
nor2b_1,16,0.046
buf_2,19,0.044
ha_1,11,0.063
a22oi_1,4,0.014
nand3_1,12,0.028
a2111oi_0,3,0.012
o211ai_1,11,0.038
o21a_1,4,0.014
o2111ai_1,4,0.016
nand2b_1,14,0.040
nor3_1,6,0.014
a221oi_1,5,0.020
a211oi_1,6,0.021
nand2_1,32,0.055
a21oi_1,27,0.062
a211o_1,3,0.012
o22ai_1,5,0.014
buf_6,5,0.026
o21ai_0,41,0.094
clkbuf_1,8,0.014
buf_4,6,0.021
nor3b_1,5,0.017
o221ai_1,5,0.020
a31oi_1,11,0.032
[metal layers]
layer	part of all wire	wire length (um)	global-route usage	vias to the layer above
met5	0	0	0	-
met4	0.046	693	0.07990	0
met3	0.12	1782	0.05418	55
met2	0.44	6672	0.3116	319
met1	0.39	5926	0.2686	1913
li1	-	-	-	1749
[logic make-up after synthesis]
kind of cell	count (synthesis)	share of synthesized area
adder cells (fa/ha/maj)	11	0.06333
AND-OR/OR-AND	160	0.4963
multiplexers	1	0.004606
buffers and inverters	50	0.1249
AND/OR/NAND/NOR	130	0.3109
[metrics by stage]
stage	total power [mW]	setup slack, ns	area, um2	hold slack [ns]
after CTS	0.9234	-0.07389	4607	1.461
final	1.054	-0.1270	4997	1.457
after detailed placement	0.7131	-1.165	3580	1.749
after global placement	0.7153	-1.202	3580	1.756
after global routing	1.102	-0.1767	4997	1.480
after floorplan	0.3151	0.02280	2175	1.035
[tightest hold or removal path: stages]
cell and delay, ns:
buf_4 0.15, buf_6 0.14, nand3_1 0.07, a32oi_1 0.10, buf_2 0.12
[what timing repair did]
item,CTS,global route
pin swaps,56,50
endpoints found under the hold margin,0,0
gates cloned,5,0
resized,286,79
setup endpoints to repair,32,28
setup buffers,38,13
Power figures rest on the tool's default switching activity, not on a simulated workload.
