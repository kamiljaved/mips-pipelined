**./design.v**
```verilog
`timescale 1ns / 1ps
module ALU
#(parameter bNUM = 32, bSEL = 4)
(
	output reg [bNUM-1:0] F,
	output reg Zero, LessT, LessTE, GreaterT, GreaterTE,
	input [bNUM-1:0] A,
	input [bNUM-1:0] B,
	input [bSEL-1:0] Operation,
	input clock
);
	always @ (A, B, Operation) begin
		case (Operation)
			4'b0010: begin F = A + B;  	end	 
			4'b0110: begin F = A - B;		end	 
			4'b0011: begin F = A * B; 		end	 
			4'b0000: begin F = A & B; 		end	 
			4'b0001: begin F = A | B; 		end	 
			4'b1100: begin F = ~(A | B); 	end	 
			4'b1101: begin F = A ^ B; 		end	 
			4'b1110: begin F = A << B; 	end	 
			4'b1111: begin F = A >> B; 	end	 
			4'b0111: begin if ($signed(A) < $signed(B)) F <= 1; else F <= 0; end
		endcase
		begin
			if (F=={32{1'b0}})					Zero <= 1;			else	Zero <= 0;
			if ($signed(B) < $signed(A)) 		LessT <= 1;			else	LessT <= 0;
			if ($signed(B) <= $signed(A)) 	LessTE <= 1;		else	LessTE <= 0;
			if ($signed(B) > $signed(A)) 		GreaterT <= 1;		else	GreaterT <= 0;
			if ($signed(B) >= $signed(A))		GreaterTE <= 1;	else	GreaterTE <= 0;
		end
	end	
endmodule
```
**./constraint.sdc**
```tcl
current_design ALU

set clk_period 15.9
set clk_io_pct 0.2

create_clock -name clk0 -period $clk_period

set non_clock_inputs [all_inputs -no_clocks]
set_input_delay [expr $clk_period * $clk_io_pct] -clock clk0 $non_clock_inputs
set_output_delay [expr $clk_period * $clk_io_pct] -clock clk0 [all_outputs]
```
**./run.sh**
```bash
#!/bin/bash
# OpenROAD 26Q1-2900-gdf79404cd8, Yosys 0.63+post, stock flow scripts
make -C /OpenROAD-flow-scripts/flow DESIGN_CONFIG=/design/flow/config.mk WORK_HOME=/design/flow/orfs finish
```
**./config.mk**
```make
export PLATFORM = sky130hd
export DESIGN_NAME = ALU
export DESIGN_NICKNAME = ALU
export VERILOG_FILES = /design/flow/design.v
export SDC_FILE = /design/flow/constraint.sdc
export NUM_CORES = 4
export LEC_CHECK = 1
export CORE_UTILIZATION = 40
```
==> flow_summary.json <==
{
  "outcome": "completed",
  "crit_buf_inv": 7,
  "die_y_um": 257.2,
  "untimed_endpoints": 64,
  "comb_area_um2": 22830,
  "lay_top_count": "inv_1",
  "drc": 0,
  "slew_headroom": 0.3092,
  "worst_setup_path_end_kind": "output port",
  "max_stage_delay_ns": 0.72,
  "synth.distinct_cells": 96,
  "ff_type": "dlxtn_1",
  "yosys_warnings": 1,
  "boundaryPins": 106,
  "fin_area_um2": 29390,
  "max_cap_violations": 0,
  "fin_ws_ns": 0.2657,
  "edf_count": 0,
  "mux_area_frac": 0.07596,
  "final.min_clock_period_ns": 15.63,
  "vias_per_cell": 5.983,
  "fa_ha_area_frac": 0.4355,
  "hp-class": "input pin to output port",
  "fmax_mhz": 63.96,
  "ys_cells": 3264,
  "numPortBuffers": 105,
  "routed_wl_um": 124600,
  "route.antenna.remaining_nets": 0,
  "fin_hold_ws_ns": 8.001,
  "rows": 93,
  "powerDensity_nw_per_um2": 407.6,
  "p_sw_uw": 6887,
  "grt_pass1_vias": 25910,
  "tool_warnings": 129,
  "top_register": "F",
  "core_area_um2": 64460,
  "hold_viol_final": 0,
  "critical_path_required_ns": 12.72,
  "slew_violations": 0,
  "grt_max_degree": 57,
  "die_w_um": 257.2,
  "synth_flops": 32,
  "path_delay_family": "adder cells",
  "gp_congestion": 1.082,
  "internal_power_uw": 5091,
  "unclocked_regs": 32,
  "crit_type": "input pin to output port",
  "grt_overflow": 0,
  "most-common-layout-cells": "inv_1 (466), nor2_1 (436), fa_1 (410), nand2_1 (355)",
  "synth-area-yosys_um2": 26060,
  "async_flop_share": 0,
  "setup_tns_ns": 0,
  "aoi_share": 0.1544,
  "rsz0062_at_grt": "no",
  "initial_core_util": 0.4043,
  "place_hpwl_um": 102700,
  "ir_drop_mv": 0.7073,
  "switching_share": 0.5750,
  "slowest_stage": "clkdlybuf4s50_1",
  "tightest_slew_ns": 1.033,
  "cellLeakagePower_uw": 0.01388,
  "top_regs": "F (32)",
  "crit_top_cell": "fa_1",
  "seqCellArea_um2": 480.5,
  "drt_iter0_markers": 2226,
  "grt_use_total": 0.3990,
  "final_core_util": 0.4559,
  "netlist_instances": 3264,
  "synthTopLogicFamily": "adder cells",
  "fin_crit_sh": 0.9833,
  "synthToLayoutAreaGrowth_pct": 12.78,
  "arrival_ns": 12.45,
  "fp.dieArea_um2": 66180,
  "xor_share": 0.03193,
  "postPlaceCellArea_um2": 29300,
  "crit_fanout": 6,
  "drive_gt1_frac": 0.1079,
  "grt_pass1_wl_um": 180300,
  "avgSynthCellArea_um2": 7.984,
  "simple_gate_share": 0.1767,
  "final.fill_count": 6519,
  "largest_reg_flops": 32,
  "grt_antenna_before_repair": 6,
  "syn_area_um2": 26060,
  "vias": 25540,
  "drt-pass1-iter-count": 6,
  "finalSetupViolCount": 0,
  "pre_cts_ws_ns": 0.1208,
  "wire_per_inst_um": 29.18,
  "cp-start-kind": "input pin"
}
Yosys cell counts, drive strengths merged, types with 16 or more instances:
library cell | count | area, µm²
o211ai | 31 | 237.7
nor2 | 438 | 1647
nand2b | 24 | 150.1
xnor2 | 77 | 674.4
a211oi | 35 | 262.8
nand2 | 355 | 1333
a21o | 24 | 180.2
a31oi | 21 | 131.4
o21ai | 116 | 580.6
mux2i | 56 | 560.5
ha | 251 | 3141
nor2b | 20 | 125.1
a221oi | 29 | 260.3
buf | 80 | 437.9
nor4 | 31 | 193.9
mux4 | 57 | 1306
dlxtn | 32 | 480.5
a22oi | 18 | 135.1
o21bai | 18 | 135.1
inv | 476 | 1787
and3 | 16 | 100.1
fa | 410 | 8208
o2111ai | 19 | 166.4
a21oi | 133 | 669.4
clkbuf | 139 | 521.8
o22ai | 20 | 125.1
xor2 | 18 | 157.7
nor3 | 47 | 235.2
nand3 | 46 | 230.2
kinds of logic after synthesis:
kind of cell,after synthesis
latches,32
AND/OR/NAND/NOR,1057
multiplexers,123
buffers and inverters,707
XOR/XNOR,95
AND-OR/OR-AND,589
adder cells (fa/ha/maj),661
per-layer routing:
| metal | track usage | up-vias | wire (µm) |
|---|---|---|---|
| met4 | 0.1799 | 10 | 7352 |
| met5 | 0.02851 | - | 314 |
| met1 | 0.5349 | 12610 | 48000 |
| li1 | - | 11130 | - |
| met3 | 0.1781 | 323 | 16400 |
| met2 | 0.5642 | 1475 | 52500 |
power groups by stage:
stage	Sequential (µW)	Combinational (µW)	Clock [µW]
global route	49.2	12900	0
CTS	47.7	11700	0
repair_timing:
item | in CTS | in global routing
resized | 0 | 12
hold buffers | 0 | 0
endpoints found under the setup margin | 0 | 1
setup buffers | 0 | 5
per-stage QoR:
step / instances / power [µW]
3_5_place_dp: 4260 / 11680
4_1_cts: 4260 / 11770
6_report: 4269 / 11980
2_1_floorplan: 3264 / 6497
5_1_grt: 4265 / 12910
3_3_place_gp: 4260 / 11710
layout make-up:
cell class                 instances  share of cell area
antenna                            4           0.0003406
timing repair buffer             365              0.1073
inverter                         488             0.06271
tap                              855             0.03640
sequential                        32             0.01635
multi-input combinational       2525              0.7769
worst paths after layout:
check	from	end	slack, ns	depth (start not counted)
max	A[17]	Zero	0.27	27
min	B[31]	LessT	8.00	4
No activity file was given, so power comes from the tool's default toggle rates.
