File: flow/run.sh
#!/bin/bash
# OpenROAD 26Q1-2900-gdf79404cd8, Yosys 0.63+post, stock flow scripts
make -C /OpenROAD-flow-scripts/flow DESIGN_CONFIG=/design/flow/config.mk WORK_HOME=/design/flow/orfs finish
File: flow/design.v
`timescale 1ns / 1ps
module Adder
#(parameter bNUM=32)
(
	output [bNUM-1:0] Sum,
	output C_out,
	input [bNUM-1:0] A, B,
	input C_in
);
	wire [bNUM:0] carry;
	assign carry[0] = C_in;
	assign C_out = carry[bNUM];
	genvar i;
	generate
		for (i=0; i<bNUM; i=i+1) begin: bit_sum
			FullAdder_1bit fa (Sum[i], carry[i+1], A[i], B[i], carry[i]);
		end
	endgenerate
endmodule
module FullAdder_1bit
(
	output sum, c_out,
	input a, b, c_in
);
	wire s0, c0, c1;
	HalfAdder_1bit ha0(s0, c0, a, b);
	HalfAdder_1bit ha1(sum, c1, s0, c_in);
	or or1(c_out, c0, c1);
endmodule
module HalfAdder_1bit
(
	output sum, c_out,
	input a, b
);
	xor (sum, a, b);
	and (c_out, a, b);
endmodule
File: flow/config.mk
export PLATFORM = sky130hd
export DESIGN_NAME = Adder
export DESIGN_NICKNAME = Adder
export VERILOG_FILES = /design/flow/design.v
export SDC_FILE = /design/flow/constraint.sdc
export NUM_CORES = 4
export LEC_CHECK = 1
export CORE_AREA = 10 10 83 83
export DIE_AREA = 0 0 93 93
File: flow/constraint.sdc
current_design Adder

set clk_period 25.0
set clk_io_pct 0.2

create_clock -name clk0 -period $clk_period

set non_clock_inputs [all_inputs -no_clocks]
set_input_delay [expr $clk_period * $clk_io_pct] -clock clk0 $non_clock_inputs
set_output_delay [expr $clk_period * $clk_io_pct] -clock clk0 [all_outputs]
==> README.md <==
| Quantity | Reported | Unit |
| --- | --- | --- |
| Crit end category | output port | - |
| Total Negative Setup Slacks | 0 | ns |
| Yosys chip area | 918 | um^2 |
| Synth top cells by count | sky130_fd_sc_hd__buf_4 (32), sky130_fd_sc_hd__fa_1 (32), sky130_fd_sc_hd__inv_1 (10) | - |
| Sequential Area | 0 | um^2 |
| Element type at the critical path start | primary input | - |
| Top post-synthesis cells by area | sky130_fd_sc_hd__fa_1 (70%), sky130_fd_sc_hd__buf_4 (26%), sky130_fd_sc_hd__inv_1 (4.1%) | - |
| Drt total wl | 2.69 | mm |
| Worst hold path cell count | 5 | - |
| Horizontal die dimension | 93 | um |
| Fraction of final layout cells sized beyond drive strength 1 | 0 | % |
| Last weighted congestion value of the routability-driven placer | 0.750 | - |
| Final setup violation count | 0 | - |
| Initial antenna violation count | 0 | - |
| Half-perimeter wire length of the detailed placement result | 2.74 | mm |
| Yosys cell count | 74 | - |
| Required @ worst endpoint | 20.00 | ns |
| Warnings from Yosys | 0 | - |
| Cell area after layout | 1750 | um^2 |
| Largest area contributor in the netlist | sky130_fd_sc_hd__fa_1 | - |
| Launch point of the worst hold path | B[31] | - |
| Global-route wire length before repair | 4.22 | mm |
| Max-slew violation total from the final report | 0 | - |
| Top cell type's share of synthesized area | 69.8 | % |
| Result of the run | complete, no violations | - |
| Inserted Diodes | 0 | - |
| Die Y-Extent | 93 | um |
| Post-CTS Hold Fix Bufs | 0 | - |
| Average footprint of a synthesized cell | 12.4 | um^2 |
| FP Util | 17.9 | % |
| Post-cts resize count | 0 | - |
| FF+latch count | 0 | - |
| Number of standard-cell rows in the floorplan | 26 | - |
| Min-Delay Endpoint | Sum[31] | - |
| Maximum VDD drop | 0.00000931 | V |
| Setup repair bufs after CTS | 0 | - |
| Fill cell instance count of the final layout | 521 | - |
| Placeable core region | 5140 | um^2 |
| Count of tool warnings | 32 | - |
| Time the worst path needs with I/O delays and setup | 23.34 | ns |
| Top-level I/O count | 98 | - |
| Tally of max-capacitance violations | 0 | - |
| Crit-path max FO | 1 | - |
| Unrepaired setup endpoints after global routing | no | - |
| Number of clock-tree buffers in the layout | 0 | - |
| Drt wl/cell | 12.8 | um |
| Highest cell delay on the worst timing path | 0.45 | ns |
| Beginning of the critical path | A[0] | - |
| Peak Freq | 42.8 | MHz |
| Number of placed instances with taps included | 210 | - |
| Congestion Overflow GR | 0 | - |
| Number of vias per cell | 3.41 | - |
| Slowest CP cell | sky130_fd_sc_hd__clkdlybuf4s50_1 | - |
| Via count | 717 | - |
| Final-report hold violation count | 0 | - |
| Die ar. | 8650 | um^2 |
| Number of distinct library cells after synthesis | 3 | - |
| Kind of path behind the tightest hold check | in -> out | - |
| Arrival time at the worst endpoint | 18.34 | ns |
| Setup Crit Path Kind | in -> out | - |
| Cell repeated most along the worst path | sky130_fd_sc_hd__fa_1 | - |
| Number of global-route vias before repair | 839 | - |
| Final Core Density | 34.0 | % |
| Sequential fraction of the synthesis area | 0 | % |
| Largest net degree at the start of global routing | 2 | - |
| Synthesized netlist cell count | 74 | - |
| Number of cells in the finished layout apart from fillers | 210 | - |
| Transition at the pin with the smallest max-transition slack | 0.105 | ns |
| Netlist Area Pre-Place | 918 | um^2 |
| Total routing usage reported by global routing | 6.02 | % |
| Final ANT Viol Nets | 0 | - |
| Headroom to the max-slew limit | 93.0 | % |
| Total DRC errors in the routed layout | 0 | - |
| Pwr Density | 23.9 | nW/um^2 |
| Pleak | 0.670 | nW |
| Port Buffer Count | 98 | - |
| Area growth syn-to-layout | 90.2 | % |
| Number of iterations in the first detailed-routing pass | 1 | - |
| Final-layout worst hold slack | 11.04 | ns |
| Iter 0 DRT Violations | 0 | - |
| Crit share post-route | 93.4 | % |
| Cell area reported after detailed placement | 1750 | um^2 |
[power breakdown]
part           leakage [nW]  switching (W)  internal [W]
Combinational         0.670      0.0000104     0.0000314
Sequential                0              0             0
Clock                     0              0             0
Total                 0.670      0.0000104     0.0000314
[final cells by class]
cell class	instances	area, um^2	area share [%]
inverter	10	37.5	2.15
timing repair buffer	98	981	56.2
tap	70	87.6	5.01
multi-input combinational	32	641	36.7
[worst max-delay path by stage]
stage / endpoint / slack, ns
4_1_cts: Sum[31] / 1.57
5_1_grt: Sum[31] / 1.20
6_report: Sum[31] / 1.66
[metal layers]
| layer | share of wire, % | global-route usage, % | vias to the layer above |
|---|---|---|---|
| met5 | 0 | 0 | - |
| met4 | 0 | 0 | 0 |
| met3 | 26 | 6.46 | 0 |
| met2 | 37 | 8.00 | 77 |
| met1 | 37 | 6.94 | 328 |
| li1 | - | - | 312 |
[critical path: cells and delay by family]
family	cells	cell delay (ns)
buffers and inverters	6	1.11
adder cells (fa/ha/maj)	32	12.24
[layout by cell type (no fill, tap or decap)]
cell / n
sky130_fd_sc_hd__clkdlybuf4s50_1: 98
sky130_fd_sc_hd__fa_1: 32
sky130_fd_sc_hd__inv_1: 10
[through the flow]
step | setup WS, ns | power (W)
after floorplan | 2.79 | 0.0000209
after global placement | 1.66 | 0.0000432
after detailed placement | 1.59 | 0.0000433
after CTS | 1.57 | 0.0000435
after global routing | 1.20 | 0.0000477
final | 1.66 | 0.0000418
[logic make-up after synthesis]
group | Yosys count | synth area share, %
fa+ha+maj | 32 | 69.8
buf+inv | 42 | 30.2
Power and IR drop assume default switching activity.
